$ cat run.sh
#!/bin/bash
# OpenROAD 26Q1-2900-gdf79404cd8, Yosys 0.63+post, stock flow scripts
make -C /OpenROAD-flow-scripts/flow DESIGN_CONFIG=/design/flow/config.mk WORK_HOME=/design/flow/orfs finish
$ cat config.mk
export PLATFORM = sky130hd
export DESIGN_NAME = bldc_commutator
export DESIGN_NICKNAME = bldc_commutator
export VERILOG_FILES = /design/flow/design.v
export SDC_FILE = /design/flow/constraint.sdc
export NUM_CORES = 4
export LEC_CHECK = 1
export CORE_UTILIZATION = 40
$ cat constraint.sdc
current_design bldc_commutator

set clk_period 3.7
set clk_io_pct 0.2

create_clock -name clk0 -period $clk_period [get_ports {clk}]

set non_clock_inputs [all_inputs -no_clocks]
set_input_delay [expr $clk_period * $clk_io_pct] -clock clk0 $non_clock_inputs
set_output_delay [expr $clk_period * $clk_io_pct] -clock clk0 [all_outputs]
$ cat design.v
module bldc_commutator (
    input  wire        clk,           
    input  wire        reset_n,       
    input  wire        enable,        
    input  wire        use_hall,      
    input  wire [2:0]  hall_sensors,  
    input  wire        pwm_A,         
    input  wire        pwm_B,         
    input  wire        pwm_C,         
    input  wire        direction,     
    input  wire [31:0] open_loop_step_duration,  
    output reg          gate_H_A,     
    output reg          gate_L_A,     
    output reg          gate_H_B,     
    output reg          gate_L_B,     
    output reg          gate_H_C,     
    output reg          gate_L_C      
);
    parameter STEP_1 = 3'd0;  
    parameter STEP_2 = 3'd1;  
    parameter STEP_3 = 3'd2;  
    parameter STEP_4 = 3'd3;  
    parameter STEP_5 = 3'd4;  
    parameter STEP_6 = 3'd5;  
    reg [2:0] step;       
    reg [31:0] counter;   
    function [2:0] decode_hall;
        input [2:0] h;          
        input       dir_in;     
        begin
            if (dir_in == 0) begin  
                case (h)
                    3'b001: decode_hall = STEP_6;
                    3'b101: decode_hall = STEP_5;
                    3'b100: decode_hall = STEP_4;
                    3'b110: decode_hall = STEP_3;
                    3'b010: decode_hall = STEP_2;
                    3'b011: decode_hall = STEP_1;
                    default: decode_hall = STEP_1;  
                endcase
            end else begin  
                case (h)
                    3'b001: decode_hall = STEP_1;
                    3'b101: decode_hall = STEP_6;
                    3'b100: decode_hall = STEP_5;
                    3'b110: decode_hall = STEP_4;
                    3'b010: decode_hall = STEP_3;
                    3'b011: decode_hall = STEP_2;
                    default: decode_hall = STEP_1;  
                endcase
            end
        end
    endfunction
    always @(posedge clk or negedge reset_n) begin
        if (reset_n == 1'b0) begin
            step <= STEP_1;
            counter <= 32'd0;
        end else if (enable) begin
            if (use_hall) begin
                step <= decode_hall(hall_sensors, direction);
            end else begin
                counter <= counter + 32'd1;
                if (counter == open_loop_step_duration) begin
                    counter <= 32'd0;  
                    if (direction == 0) begin  
                        step <= step + 3'd1;
                        if (step == STEP_6) step <= STEP_1;  
                    end else begin  
                        step <= step - 3'd1;
                        if (step == STEP_1) step <= STEP_6;  
                    end
                end
            end
        end
    end
    always @(*) begin
        if (reset_n == 1'b0) begin
            gate_H_A = 0; gate_L_A = 0;
            gate_H_B = 0; gate_L_B = 0;
            gate_H_C = 0; gate_L_C = 0;
        end else if (!enable) begin
            gate_H_A = 0; gate_L_A = 0;
            gate_H_B = 0; gate_L_B = 0;
            gate_H_C = 0; gate_L_C = 0;
        end else begin
            gate_H_A = 0; gate_L_A = 0;
            gate_H_B = 0; gate_L_B = 0;
            gate_H_C = 0; gate_L_C = 0;
            case (step)
                STEP_1: begin gate_H_A = pwm_A; gate_L_B = pwm_B; end
                STEP_2: begin gate_H_A = pwm_A; gate_L_C = pwm_C; end
                STEP_3: begin gate_H_B = pwm_B; gate_L_C = pwm_C; end
                STEP_4: begin gate_H_B = pwm_B; gate_L_A = pwm_A; end
                STEP_5: begin gate_H_C = pwm_C; gate_L_A = pwm_A; end
                STEP_6: begin gate_H_C = pwm_C; gate_L_B = pwm_B; end
            endcase
        end
    end
endmodule
==> flow_metrics.py <==
# Physical implementation metrics
metrics = {
    "status": {
        "status": "complete, no violations",
    },
    "worst_setup_path": {
        "reg2reg_slack_ps": 1360,
        "end_kind": "output port",
        "worst-setup-path-type": "in -> out",
        "rr_startpoint": "counter[27]",
        "crit_start": "enable",
        "cp.required_ps": 2960,
        "r2r_cells": 6,
        "start_kind": "primary input",
        "timing.rr.end": "step[2]",
        "cp.arrival_ps": 2240,
        "critPathMaxFanout": 7,
    },
    "final_timing": {
        "slew_viol_final": 0,
        "fin_setup_tns_ps": 0,
        "rsz0062_at_grt": "no",
        "finalSetupViolations": 0,
        "fin_crit_ps": 2980,
        "hold_slack_ps": 576,
        "worst_slew_pin_slew_ps": 636,
        "timing.final.ws_setup_ps": 716,
        "hold_violations": 0,
        "clock-skew-final_ps": 10.7,
        "period_used_pct": 80.6,
        "maxSlewHeadroom_pct": 57.6,
        "max_freq_mhz": 335,
    },
    "clocking": {
        "clk_latency_ps": 280,
        "clk_pin_slew_ps": 70,
        "cts_hold_buf": 0,
        "cts.sinks": 35,
        "cts-resized-gates": 0,
        "cts_buffer_depth": 2,
        "htree_levels": 2,
        "cts-root-buf": "clkbuf_8",
        "numCtsBuffers": 5,
        "cts_tree": "built",
        "cts_setup_buffers": 0,
    },
    "power_and_ir_drop": {
        "p_leak_nw": 1.38,
        "sw_frac_of_total_pct": 27.4,
        "seq_power_share_pct": 45.7,
        "switchingPower_mw": 0.279,
        "p_comb_share_pct": 19.5,
        "pwr-share-clk_pct": 34.8,
        "p_per_area_mw_per_mm2": 332,
        "p_int_mw": 0.740,
        "ir_drop_mv": 0.161,
    },
    "finish": {
        "layout_top_cell": "clkdlybuf4s50_1",
        "fillers": 505,
        "drive_gt1_share_pct": 7.40,
        "area_growth_pct": 26.9,
        "design_area_sq_mm": 0.00307,
        "final_cell_mix": "47 x clkdlybuf4s50_1, 45 x nor2_1, 44 x xor2_1",
    },
    "synthesis": {
        "postSynthAreaPerCell_sq_um": 9.24,
        "synthArstFlopShare_pct": 100,
        "yosys_area_sq_mm": 0.00242,
        "ys_cells": 262,
        "ys_warn_count": 1,
        "edf_count": 0,
        "flop_cell": "dfrtp_1",
        "synth_seq_share_pct": 36.2,
        "netlist_instances": 262,
        "synth-seq-cells": 35,
        "yosysUniqueCellTypes": 42,
        "syn_area_sq_mm": 0.00242,
    },
    "grt": {
        "grt_pass1_vias": 1861,
        "gr-total-overflow": 0,
        "grt_max_degree": 36,
        "antenna_found_initial": 0,
        "grt_pass1_wl_um": 9110,
        "grt_usage_pct": 19.0,
    },
    "placed_design": {
        "post_dp_cell_area_sq_mm": 0.00295,
        "place.gp.congestion": 0.813,
        "dp_hpwl_um": 4100,
        "io_buffers": 48,
        "pre_cts_slack_ps": 632,
    },
    "floorplanning": {
        "chipArea_sq_mm": 0.00637,
        "die_height_um": 79.8,
        "core_sq_mm": 0.00568,
        "fp_util_pct": 42.7,
        "design.portCount": 49,
        "die_x_um": 79.8,
        "rows": 27,
    },
    "route": {
        "vias": 1978,
        "wl_per_cell_um": 14.0,
        "first_pass_iters": 4,
        "drcViolationCount": 0,
        "routed_wl_um": 5380,
        "vias_per_cell": 5.16,
        "antenna_cells": 0,
        "drt_iter0_drc": 92,
        "detail-route-antenna-nets": 0,
    },
    "flow_run": {
        "drv_cap": 0,
        "warnings": 25,
    },
    "worst_hold_path": {
        "hp-class": "in -> async",
    },
}
==> metal layers <==
layer	vias up	GRT usage (%)	wire [um]
met5	-	0	0
li1	994	-	-
met3	5	3.02	240
met4	0	1.43	38
met2	40	28.4	2410
met1	939	31.0	2690
==> how the worst max path moves through the flow <==
| stage | endpoint | slack [ps] | cells after the start |
|---|---|---|---|
| CTS | gate_L_C | 700 | 4 |
| finish | gate_L_B | 720 | 5 |
| global route | gate_L_C | 560 | 4 |
==> cells by family after synthesis <==
kind of cell,Yosys count,share of synthesized area (%)
DFF,35,36.2
xor gates and xnor gates,62,22.4
AOI/OAI and AO/OA,23,6.98
muxes,1,0.413
adders and majority gates,2,1.03
buffers and inverters,17,3.72
and+or+nand+nor,122,29.3
==> cells in the mapped netlist (2+ instances only) <==
cell / count / area share, %
clkbuf_1: 5 / 0.78
nand2_1: 15 / 2.3
o2111a_1: 2 / 0.93
and2_1: 2 / 0.52
nor2_1: 45 / 7.0
nand4_1: 6 / 1.6
o21ai_0: 4 / 0.83
xnor2_1: 18 / 6.5
dfrtp_1: 35 / 36
ha_1: 2 / 1.0
nand3_1: 11 / 2.3
nor4_1: 8 / 2.1
buf_6: 3 / 1.4
nand2b_1: 4 / 1.0
nand4_4: 2 / 1.8
nor4_4: 2 / 1.8
nor3_2: 3 / 1.2
inv_1: 8 / 1.2
nor3_1: 4 / 0.83
a21oi_1: 5 / 1.0
or3_1: 2 / 0.52
and4_1: 2 / 0.72
a211oi_1: 2 / 0.62
a21o_1: 2 / 0.62
a221o_1: 2 / 0.83
and3_1: 9 / 2.3
xor2_1: 44 / 16
==> per-stage QoR <==
| step | total power [mW] | util [%] | std cells |
|---|---|---|---|
| after floorplan | 0.576 | - | 262 |
| after global placement | 0.672 | 52.1 | 375 |
| after detailed placement | 0.670 | 52.1 | 375 |
| after CTS | 1.03 | 54.1 | 383 |
| after global routing | 1.08 | 54.1 | 383 |
| final | 1.02 | 54.1 | 383 |
==> worst max-delay path, stage by stage <==
cell,delay (ps)
clkdlybuf4s50_1,620
nand2_1,120
nor2_1,140
and3_1,170
clkdlybuf4s50_1,450
==> registers in the layout, indices dropped and copies added, names as in the netlist <==
| name | count |
|---|---|
| step | 3 |
| counter | 32 |
==> power by group through the flow <==
stage                 Sequential, mW  Clock, mW  Combinational, mW
after global routing           0.473      0.384              0.225
final                          0.466      0.355              0.199
after CTS                      0.466      0.364              0.200
==> final cells by class <==
cell class	instances	area, sq um	share of cell area, %
flip-flops and latches	35	876	28.5
repair buffers	50	503	16.4
multi-input cells	210	1460	47.4
inverters	8	30.0	0.978
well taps	72	90.1	2.93
clock inverters	2	35.0	1.14
clock buffers	6	82.6	2.69
No activity file was given, so power comes from the tool's default toggle rates.
