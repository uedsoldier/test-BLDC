==> flow/design.v <==
module hall_sensor_simulator (
    input  wire        clk,                 
    input  wire        reset_n,             
    input  wire        enable_sim,          
    input  wire        sim_direction,       
    input  wire [31:0] sim_speed_duration,  
    input  wire [15:0] strobe_pulse_duration,  
    output reg  [2:0]  simulated_hall,      
    output reg         hall_sample_strobe   
);
    reg [2:0] current_hall_state;
    reg [31:0] speed_counter;  
    reg [15:0] strobe_pulse_counter_reg;  
    localparam [2:0] FWD_HALL_SEQ_0 = 3'b011;
    localparam [2:0] FWD_HALL_SEQ_1 = 3'b010;
    localparam [2:0] FWD_HALL_SEQ_2 = 3'b110;
    localparam [2:0] FWD_HALL_SEQ_3 = 3'b100;
    localparam [2:0] FWD_HALL_SEQ_4 = 3'b101;
    localparam [2:0] FWD_HALL_SEQ_5 = 3'b001;
    localparam [2:0] REV_HALL_SEQ_0 = 3'b001;
    localparam [2:0] REV_HALL_SEQ_1 = 3'b101;
    localparam [2:0] REV_HALL_SEQ_2 = 3'b100;
    localparam [2:0] REV_HALL_SEQ_3 = 3'b110;
    localparam [2:0] REV_HALL_SEQ_4 = 3'b010;
    localparam [2:0] REV_HALL_SEQ_5 = 3'b011;
    always @(posedge clk or negedge reset_n) begin
        if (!reset_n) begin  
            current_hall_state   <= FWD_HALL_SEQ_0;
            simulated_hall       <= FWD_HALL_SEQ_0;
            speed_counter        <= 32'd0;
            hall_sample_strobe   <= 1'b0;
            strobe_pulse_counter_reg <= 16'd0;  
        end else if (enable_sim) begin
            speed_counter <= speed_counter + 32'd1;
            if (speed_counter >= sim_speed_duration) begin  
                speed_counter <= 32'd0;
                if (sim_direction == 0) begin  
                    case (current_hall_state)
                        FWD_HALL_SEQ_0: current_hall_state <= FWD_HALL_SEQ_1;
                        FWD_HALL_SEQ_1: current_hall_state <= FWD_HALL_SEQ_2;
                        FWD_HALL_SEQ_2: current_hall_state <= FWD_HALL_SEQ_3;
                        FWD_HALL_SEQ_3: current_hall_state <= FWD_HALL_SEQ_4;
                        FWD_HALL_SEQ_4: current_hall_state <= FWD_HALL_SEQ_5;
                        FWD_HALL_SEQ_5: current_hall_state <= FWD_HALL_SEQ_0;  
                        default: current_hall_state <= FWD_HALL_SEQ_0;
                    endcase
                end else begin  
                    case (current_hall_state)
                        REV_HALL_SEQ_0: current_hall_state <= REV_HALL_SEQ_1;
                        REV_HALL_SEQ_1: current_hall_state <= REV_HALL_SEQ_2;
                        REV_HALL_SEQ_2: current_hall_state <= REV_HALL_SEQ_3;
                        REV_HALL_SEQ_3: current_hall_state <= REV_HALL_SEQ_4;
                        REV_HALL_SEQ_4: current_hall_state <= REV_HALL_SEQ_5;
                        REV_HALL_SEQ_5: current_hall_state <= REV_HALL_SEQ_0;  
                        default: current_hall_state <= REV_HALL_SEQ_0;
                    endcase
                end
                hall_sample_strobe <= 1'b1;
                strobe_pulse_counter_reg <= 16'd0;  
            end else begin
                if (strobe_pulse_counter_reg < strobe_pulse_duration) begin
                    strobe_pulse_counter_reg <= strobe_pulse_counter_reg + 16'd1;
                    hall_sample_strobe <= 1'b1;  
                end else begin
                    hall_sample_strobe <= 1'b0;  
                end
            end
            simulated_hall <= current_hall_state;  
        end else begin
            speed_counter        <= 32'd0;
            hall_sample_strobe   <= 1'b0;
            strobe_pulse_counter_reg <= 16'd0;
        end
    end
endmodule
==> flow/run.sh <==
#!/bin/bash
# OpenROAD 26Q1-2900-gdf79404cd8, Yosys 0.63+post, stock flow scripts
make -C /OpenROAD-flow-scripts/flow DESIGN_CONFIG=/design/flow/config.mk WORK_HOME=/design/flow/orfs finish
==> flow/config.mk <==
export PLATFORM = sky130hd
export DESIGN_NAME = hall_sensor_simulator
export DESIGN_NICKNAME = hall_sensor_simulator
export VERILOG_FILES = /design/flow/design.v
export SDC_FILE = /design/flow/constraint.sdc
export NUM_CORES = 4
export LEC_CHECK = 1
export CORE_UTILIZATION = 40
==> flow/constraint.sdc <==
current_design hall_sensor_simulator

set clk_period 6.8
set clk_io_pct 0.2

create_clock -name clk0 -period $clk_period [get_ports {clk}]

set non_clock_inputs [all_inputs -no_clocks]
set_input_delay [expr $clk_period * $clk_io_pct] -clock clk0 $non_clock_inputs
set_output_delay [expr $clk_period * $clk_io_pct] -clock clk0 [all_outputs]
==> results.json <==
{
  "async_reset_ff_share_pct": 100,
  "use_met1_pct": 25.1,
  "busiest_layer": "met2",
  "yosysUniqueCellTypes": 42,
  "final_hold_viol_count": 0,
  "ys_dominant_reg_cell": "dfrtp_1",
  "area_growth_pct": 20.2,
  "crit_fanout": 28,
  "postRouteWirelength_mm": 7.44,
  "whs_ns": 0.511,
  "ys_seq_share_pct": 35.9,
  "r2r_end": "speed_counter[6]",
  "hold_path.class": "register to register",
  "syn-cell-area_um2": 3840,
  "drc": 0,
  "cellPowerDensity_nw_per_um2": 133,
  "edf_count": 0,
  "ant_nets": 0,
  "ys_chip_area_um2": 3840,
  "cts_tree": "yes",
  "ys_cells": 442,
  "drive_above_1_share_pct": 4.63,
  "htree_levels": 2,
  "period_used_pct": 59.9,
  "cts_hold_buf": 0,
  "rows": 35,
  "routabilityCongestion": 0.793,
  "cp-start-kind": "input pin",
  "clock-sinks": 55,
  "grt_pass1_wl_mm": 13.2,
  "track_usage_pct": 16.6,
  "endpoint_kind": "register",
  "ys.flops": 55,
  "relSlewSlack_pct": 53.2,
  "clk_latency_ns": 0.32,
  "num_vias": 3128,
  "power_uw": 615,
  "vdd_drop_max_mv": 0.0955,
  "dpl.hpwl_mm": 5.64,
  "finalInstanceArea_um2": 4620,
  "r2r_cells": 8,
  "io_buffers": 55,
  "critPathKind": "input pin to register",
  "period_needed_ns": 4.07,
  "diodes": 0,
  "clk_pin_slew_ns": 0.09,
  "maxSlewViolCount": 0,
  "yosys_warnings": 1,
  "clock_skew_ns": 0.0174,
  "cts-buffers-inserted": 5,
  "grt.overflow.total": 0,
  "rsz0062_at_grt": "no",
  "root_buffer": "clkbuf_8",
  "dr.first_iter.drc_count": 118,
  "fp_util_pct": 41.4,
  "r2r_start": "speed_counter[14]",
  "hold_start": "simulated_hall[2]",
  "core_um2": 9280,
  "min_path_cells": 1,
  "ios": 56,
  "outcome": "finished, final reports clean",
  "drv_cap": 0,
  "first_global_vias": 3017,
  "cts-resized-gates": 0,
  "max_freq_ghz": 0.245,
  "die_area_um2": 10000,
  "syn_inst": 442,
  "cts_setup_buffers": 0,
  "use_met2_pct": 27.2,
  "first_pass_iters": 4,
  "worstMarginPinSlew_ns": 0.703,
  "largest_reg_flops": 32,
  "gr-usage-met3_pct": 2.27,
  "log.warning_count": 25,
  "grt_max_degree": 56,
  "post_drt_wl_per_cell_um": 11.9,
  "die_w_um": 100,
  "cp.arrival_ns": 4.26,
  "clk_path_buf_depth": 2,
  "antenna_found_initial": 0,
  "ff2ff_setup_slack_ns": 3.77,
  "min_to": "simulated_hall[2]",
  "finalSetupTns_ns": 0,
  "postPlaceCellArea_um2": 4520,
  "crit_required_ns": 6.99,
  "setup_viol": 0,
  "dieHeight_um": 100,
  "drt-vias-per-instance": 5.00,
  "fill_cells": 886,
  "synth_area_per_cell_um2": 8.69,
  "p_leak_uw": 0.00220
}
-- routing by layer --
metal  wire, um  share of wire, %
met4         69              0.93
met1       3730                50
met3        237               3.2
met5          0                 0
met2       3410                46
-- power breakdown --
| group | switching [uW] | leakage [uW] | internal [uW] |
|---|---|---|---|
| registers | 6.74 | 0.000738 | 334 |
| logic | 35.3 | 0.00141 | 46.2 |
| clock network | 110 | 0.0000474 | 83.4 |
| total | 152 | 0.00220 | 463 |
-- how the worst max path moves through the flow --
stage	end	depth (start not counted)	slack (ns)	startpoint
after global routing	speed_counter[28]	10	2.50	sim_speed_duration[14]
after CTS	speed_counter[8]	10	2.71	sim_speed_duration[14]
final	speed_counter[6]	10	2.73	sim_speed_duration[14]
-- cells in the final DEF (no fill, tap or decap), types with 7 or more instances in the layout --
cell,instances
inv_1,56
clkdlybuf4s50_1,54
dfrtp_1,51
nor2_1,50
ha_1,49
nand2_1,34
a21oi_1,31
nand3_1,18
xor2_1,18
o21ai_0,16
xnor2_1,13
or3_1,13
nand4_1,12
or4_1,7
and3_1,7
-- synth_stat cells (all sizes together) (2+ instances only) --
library cell / n / area [um2]
a21o: 4 / 30.0
a21oi: 31 / 155
a221o: 2 / 20.0
a221oi: 3 / 32.5
a2bb2oi: 2 / 17.5
and3: 7 / 43.8
and4: 6 / 52.6
buf: 5 / 31.3
clkbuf: 6 / 22.5
dfrtp: 51 / 1280
dfstp: 4 / 105
ha: 49 / 613
inv: 56 / 210
mux2: 3 / 33.8
nand2: 34 / 128
nand2b: 2 / 12.5
nand3: 18 / 90.1
nand4: 12 / 75.1
nor2: 50 / 188
nor2b: 2 / 12.5
nor3: 2 / 10.0
nor4: 3 / 18.8
o21a: 3 / 22.5
o21ai: 16 / 80.1
o22ai: 3 / 18.8
o31ai: 6 / 45.0
or2: 2 / 12.5
or3: 13 / 81.3
or4: 7 / 52.6
xnor2: 13 / 114
xor2: 18 / 158
-- metrics by stage --
step	setup slack [ns]	utilization, %	std cells
floorplan	3.36	-	442
global placement	2.43	48.7	618
detailed placement	2.38	48.7	618
CTS	2.71	49.7	626
global route	2.50	49.7	626
finish	2.73	49.7	626
-- layout make-up --
cell class / instances / area (um2) / share of cell area (%)
clock buffers: 6 / 82.6 / 1.79
clock inverters: 2 / 16.3 / 0.352
inverters: 56 / 210 / 4.55
multi-input cells: 320 / 2200 / 47.6
flip-flops and latches: 55 / 1380 / 29.9
well taps: 129 / 161 / 3.50
repair buffers: 58 / 568 / 12.3
-- critical path, cell delays in order --
cell and delay (ns):
clkdlybuf4s50_1 0.45, inv_1 0.04, ha_1 0.30, and4_1 0.21, nand4_1 0.14, or4_1 0.56, nand3_1 0.12, a211o_1 0.56
buf_4 0.42, nor2_1 0.09
-- cells by family (layout without fill, tap and decap cells) --
| family | after synthesis | count (layout) | share of synthesized area, % |
|---|---|---|---|
| and+or+nand+nor | 161 | 161 | 20.9 |
| buffers and inverters | 67 | 122 | 6.87 |
| AOI/OAI and AO/OA | 75 | 75 | 12.1 |
| muxes | 4 | 4 | 1.14 |
| DFF | 55 | 55 | 35.9 |
| adders and majority gates | 49 | 49 | 16.0 |
| xor gates and xnor gates | 31 | 31 | 7.07 |
No activity file was given, so power comes from the tool's default toggle rates.
