--- run.sh ---
#!/bin/bash
# OpenROAD 26Q1-2900-gdf79404cd8, Yosys 0.63+post, stock flow scripts
make -C /OpenROAD-flow-scripts/flow DESIGN_CONFIG=/design/flow/config.mk WORK_HOME=/design/flow/orfs finish
--- config.mk ---
export PLATFORM = sky130hd
export DESIGN_NAME = digital_input_filter
export DESIGN_NICKNAME = digital_input_filter
export VERILOG_FILES = /design/flow/design.v
export SDC_FILE = /design/flow/constraint.sdc
export NUM_CORES = 4
export LEC_CHECK = 1
export CORE_UTILIZATION = 50
--- constraint.sdc ---
current_design digital_input_filter

set clk_period 7.7
set clk_io_pct 0.2

create_clock -name clk0 -period $clk_period [get_ports {clk}]

set non_clock_inputs [all_inputs -no_clocks]
set_input_delay [expr $clk_period * $clk_io_pct] -clock clk0 $non_clock_inputs
set_output_delay [expr $clk_period * $clk_io_pct] -clock clk0 [all_outputs]
--- design.v ---
module digital_input_filter #(
    parameter DEFAULT_FILTER_LEN = 32'd50000   
)(
    input wire clk,                            
    input wire reset_n,                        
    input wire noisy_in,                       
    input wire [31:0] filter_len_in,           
    input wire load_filter_len,                
    output reg filtered_out,                   
    output wire filtered_out_n                 
);
    reg [31:0] filter_counter;                 
    reg [31:0] filter_len;                     
    reg prev_input;                            
    always @(posedge clk or negedge reset_n) begin
        if (!reset_n) begin
            filter_counter <= 32'd0;
            filter_len     <= DEFAULT_FILTER_LEN;
            prev_input     <= 1'b0;
            filtered_out   <= 1'b0;
        end else begin
            if (load_filter_len)
                filter_len <= filter_len_in;
            if (noisy_in == prev_input) begin
                if (filter_counter < filter_len)
                    filter_counter <= filter_counter + 1'b1;
                else
                    filtered_out <= noisy_in;
            end else begin
                prev_input     <= noisy_in;       
                filter_counter <= 32'd0;         
            end
        end
    end
    assign filtered_out_n = ~filtered_out;
endmodule
==> run notes <==
Status on the layout run. The run finished with clean final reports. Counting the buffers created by CTS gives 9. Counting endpoints that fail hold in the final report gives 0.

Share of post-route cells with drive strength above 1 landed at 0.0730. STA classifies the critical path startpoint as a flop. The post-CTS hold buffer count recorded in the log is 0.

Number of warning messages in the logs landed at 26. Per the skew report, the later register of the worst-skew pair sees a clock latency of 0.34 ns. The report shows a maximum critical-path fanout of 37.

Yosys cell count landed at 421. The path with the worst hold slack has its endpoint at filter_len[4]$_DFFE_PN1P_. Routed wire length landed at 7950 um.

Pin count of the biggest net entering global routing landed at 65. The transition time recorded at the tightest slew-check pin is 0.707 ns. Power spread over the standard cell area amounts to 164 nW/um2. Fraction of the yosys area taken by sequential cells landed at 0.430.

Post-CTS timing repair inserted 0 buffers for setup. The power report puts the leakage power at 1.96 nW. The commonest cells after synthesis are sky130_fd_sc_hd__dfrtp_1 (60), sky130_fd_sc_hd__nand2_1 (48), sky130_fd_sc_hd__o21ai_0 (41), sky130_fd_sc_hd__a21oi_1 (40), sky130_fd_sc_hd__inv_1 (33).

In the synthesized netlist, the dominant kind of combinational cell is AND-OR/OR-AND gates. After detailed routing, the wire length on met1 is between 4000 and 5000 um. Per the detail_route report, the via count comes to approximately 3100.

Instance tally after logic synthesis landed at 421. The tree is rooted in a sky130_fd_sc_hd__clkbuf_8. Signal nets in the final route climb as high as met4. Final critical-path share of the clock period landed at 0.398. Per the synthesis report, the dominant area consumer among library cells is sky130_fd_sc_hd__dfrtp_1. For this run, the number of Yosys warnings is 1. After synthesis the cells add up to 3860 um2. Iteration-0 DRC count of the detailed router landed at approximately 140. The startpoint identified for the worst register-to-register timing path is filter_counter[23]$_DFFE_PN0P_. Synthesis area per yosys landed at 3860 um2. Iteration tally of the first detailed-router pass landed at 4. The most used flip-flop cell after synthesis is sky130_fd_sc_hd__dfrtp_1. The worst pin sits at a relative slew slack of 0.528.

Number of cell instances on the worst register-to-register path landed at 8. Sum of internal, switching and leakage power landed at around 0.73 mW. Die footprint landed at 8080 um2. The capture point of the worst register-to-register path is recorded as filter_counter[21]$_DFFE_PN0P_. Final setup TNS landed at 0 ns. TritonCTS reports the number of clock sinks as 66. In this run, synthesis inferred 0 flip-flops with an integrated enable. The routed layout reports a DRC error count of 0. Post-cts sizing count landed at 0.

Largest clock skew in the final design landed at 0.00721 ns. Highest achievable clock rate landed at around 330 MHz. Chip height landed at 89.9 um. Clock transition at the registers of the reported paths landed at 0.07 ns. Final-report setup violation count landed at 0. Yosys instantiated no cell more often than sky130_fd_sc_hd__dfrtp_1. Total number of H-tree levels landed at 3. Flip-flop and latch count after synthesis landed at about 66. Per the CTS log, the buffer count on the longest clock path is 2. Instance count along the most critical hold path landed at 2.

Top-level I/O count landed at 38. The path class of the tightest hold or removal check is reg2reg. The script logs the ratio of routed vias to standard cells as 5.64.

Peak supply drop landed at 0.000103 V. Half-perimeter wire length of the detailed placement result landed at 5340 um. Count of buffers inserted at the top-level ports landed at 37.

TritonCTS built the clock tree. The share of synthesized area in the top cell type comes to 0.389. For the worst setup path, the data arrival time is between 3 and 4 ns. Floorplan core area landed at ~7400 um2. For this run, the script counts the antenna cells in the layout as 0.

Floorplan core density landed at 0.524. Number of nets with antenna violations after detailed routing landed at 0. Setup repair after global routing left no endpoint under its margin. Detail-routed net length per standard cell landed at 14.4 um.

By area the synthesized netlist is led by sky130_fd_sc_hd__dfrtp_1 (39%), sky130_fd_sc_hd__ha_1 (10%), sky130_fd_sc_hd__o21ai_0 (5.3%), sky130_fd_sc_hd__a21oi_1 (5.2%), sky130_fd_sc_hd__o31ai_1 (4.9%). The number of maximum-capacitance violations recorded for the run is 0. Total congestion overflow landed at 0. Detailed route wirelength on metal3 landed at 393 um. In this run, the synthesized area fraction spent on AND-OR/OR-AND gates is recorded as 0.199. Die width landed at 89.9 um. After detailed routing, the met2 layer carries 3390 um of wire. The cell-mix breakdown from Yosys lists the adder-cell area share as 0.104. The via count of the first global-routing pass is 2887. Between the synthesized netlist and the finished layout, the area growth was recorded as 14.9%.

The number of antenna violations at the first check in global routing is 0. Global-route wire length before repair landed at 13700 um. According to the timing report, the data required time at the worst endpoint equals between 7 and 8 ns. Of the total synthesized cell area, the portion taken by AND, OR, NAND and NOR gates is 0.195. The initialized floorplan defines 31 standard-cell rows. After its last routability iteration, the placer logged a weighted congestion of about 0.8. Fraction of synthesized area in multiplexers landed at 0.00292. All-layer global routing usage landed at 0.215. For the finished layout, the period the worst path requires is 3.06 ns.

In this run, the synthesized area fraction spent on xor and xnor cells is recorded as 0.00454. Looking at the setup timing report, the critical path kind is reg2reg. Max-slew check failures listed in the final report amount to 0.

Pre-CTS setup slack landed at 4.68 ns. Synthesized area divided by synthesized cell count landed at 9.17 um2. Count of cell types in the netlist landed at 35. Slack of the worst reg-to-reg path landed at 4.64 ns. Slack of the critical path landed at approximately 4.6 ns. Async set or reset register ratio after synthesis landed at 1.00. Per the hold report, the tightest min-delay path originates at filter_len[4]$_DFFE_PN1P_. STA classifies the critical path endpoint as a flop.
[routing by layer]
layer | vias up | track usage
met3 | 6 | 0.0515
met1 | 1428 | 0.354
met5 | - | 0
met2 | 74 | 0.311
li1 | 1599 | -
met4 | 0 | 0.0269
[registers in the layout (all words and copies together), names as in the netlist]
name and count:
filter_counter 32, filter_len 32, filtered_out 1, prev_input 1
[worst max path at each step]
stage,from,to,slack (ns),depth (start not counted)
5_1_grt,filter_counter[23]$_DFFE_PN0P_,filter_counter[27]$_DFFE_PN0P_,4.40,8
4_1_cts,filter_counter[23]$_DFFE_PN0P_,filter_counter[21]$_DFFE_PN0P_,4.67,8
6_report,filter_counter[23]$_DFFE_PN0P_,filter_counter[21]$_DFFE_PN0P_,4.64,8
[per-stage QoR]
stage	area [um2]	cells	util	hold slack, ns
6_report	4440	551	0.602	0.513
5_1_grt	4440	551	0.602	0.532
4_1_cts	4440	551	0.602	0.518
3_5_place_dp	4260	535	0.578	0.506
3_3_place_gp	4260	535	0.578	0.500
2_1_floorplan	3860	421	-	0.478
[cell usage in the layout (no fill, tap or decap), types with 14 or more instances in the layout]
cell and instances:
sky130_fd_sc_hd__a21oi_1 40, sky130_fd_sc_hd__clkdlybuf4s50_1 35, sky130_fd_sc_hd__dfrtp_1 60, sky130_fd_sc_hd__ha_1 32
sky130_fd_sc_hd__inv_1 33, sky130_fd_sc_hd__nand2_1 48, sky130_fd_sc_hd__nand3_1 16, sky130_fd_sc_hd__nand4_1 14
sky130_fd_sc_hd__o21ai_0 41, sky130_fd_sc_hd__o31ai_1 25, sky130_fd_sc_hd__or4_1 24
[worst max-delay path, stage by stage, from the launching register on]
cell and delay (ns):
sky130_fd_sc_hd__dfrtp_1 0.42, sky130_fd_sc_hd__ha_1 0.34, sky130_fd_sc_hd__a21oi_1 0.14, sky130_fd_sc_hd__o21ai_0 0.13, sky130_fd_sc_hd__a221oi_2 0.42, sky130_fd_sc_hd__nand2_1 0.47, sky130_fd_sc_hd__buf_4 0.41, sky130_fd_sc_hd__or4_1 0.50
sky130_fd_sc_hd__a21oi_1 0.15
[power by group]
| part | total (mW) | switching, mW | leakage [nW] | internal [mW] |
|---|---|---|---|---|
| logic | 0.0919 | 0.0496 | 1.03 | 0.0423 |
| clock network | 0.260 | 0.127 | 0.0932 | 0.133 |
| registers | 0.374 | 0.00745 | 0.843 | 0.366 |
[cell families (layout without fill, tap and decap cells)]
| group | count (synthesis) | count (layout) |
|---|---|---|
| fa+ha+maj | 32 | 32 |
| compound gates | 124 | 124 |
| mux | 1 | 1 |
| xor+xnor | 2 | 2 |
| buf+inv | 60 | 91 |
| flops | 66 | 66 |
| simple gates | 136 | 136 |
[area by class of cell]
| type | count | area [um2] |
|---|---|---|
| clock buffers | 13 | 159 |
| multi-input cells | 295 | 1960 |
| fillers | 649 | 2930 |
| repair buffers | 42 | 398 |
| well taps | 99 | 124 |
| clock inverters | 3 | 15.0 |
| flip-flops and latches | 66 | 1660 |
| inverters | 33 | 124 |
Power is estimated from default activity; no workload was simulated.
